==> flow/design.v <==
module seven_seg_decoder(
    input  wire [3:0] bin,       
    output reg  [6:0] seg        
);
    assign seg[0] = ((~bin[1]&bin[0]&~bin[3]&~bin[2])|(~bin[1]&~bin[0]&~bin[3]&bin[2])|(~bin[1]&bin[0]&bin[3]&bin[2])|(bin[1]&bin[0]&bin[3]&~bin[2])); 
    assign seg[1] =((bin[1]&~bin[0]&bin[2])|(bin[1]&bin[3]&bin[0])|(~bin[0]&bin[3]&bin[2])|(~bin[1]&bin[0]&~bin[3]&bin[2])); 
    assign seg[2] =((bin[1]&bin[3]&bin[2])|(~bin[0]&bin[3]&bin[2])|(bin[1]&~bin[0]&~bin[3]&~bin[2])); 
    assign seg[3] =((bin[1]&bin[0]&bin[2])|(~bin[1]&bin[0]&~bin[3]&~bin[2])|(~bin[1]&~bin[0]&~bin[3]&bin[2])|(bin[1]&~bin[0]&bin[3]&~bin[2])); 
    assign seg[4] =((bin[0]&~bin[3])|(~bin[1]&~bin[3]&bin[2])|(~bin[1]&bin[0]&~bin[2])); 
    assign seg[5] =((bin[0]&~bin[3]&~bin[2])|(bin[1]&~bin[3]&~bin[2])|(bin[1]&bin[0]&~bin[3])|(~bin[1]&bin[0]&bin[3]&bin[2])); 
    assign seg[6] =((~bin[1]&~bin[3]&~bin[2])|(bin[1]&bin[0]&~bin[3]&bin[2])|(~bin[1]&~bin[0]&bin[3]&bin[2])); 
endmodule
==> flow/run.sh <==
#!/bin/bash
# OpenROAD 26Q1-2900-gdf79404cd8, Yosys 0.63+post, stock flow scripts
make -C /OpenROAD-flow-scripts/flow DESIGN_CONFIG=/design/flow/config.mk WORK_HOME=/design/flow/orfs finish
==> flow/config.mk <==
export PLATFORM = sky130hd
export DESIGN_NAME = seven_seg_decoder
export DESIGN_NICKNAME = seven_seg_decoder
export VERILOG_FILES = /design/flow/design.v
export SDC_FILE = /design/flow/constraint.sdc
export NUM_CORES = 4
export LEC_CHECK = 1
export CORE_AREA = 10 10 70 70
export DIE_AREA = 0 0 80 80
==> flow/constraint.sdc <==
current_design seven_seg_decoder

set clk_period 1.8
set clk_io_pct 0.2

create_clock -name clk0 -period $clk_period

set non_clock_inputs [all_inputs -no_clocks]
set_input_delay [expr $clk_period * $clk_io_pct] -clock clk0 $non_clock_inputs
set_output_delay [expr $clk_period * $clk_io_pct] -clock clk0 [all_outputs]
==> Slide: Implementation Results <==
Synthesis and Place & Route Summary

Run status
  • Outcome: finished clean

Global routing
  • First-pass GRT wire length: 1.36 mm
  • Gr ovfl total: 0
  • Vias in the first global route: 317
  • Gr usage total: 2.45%
  • Antenna violations before repair: 0
  • Largest net degree at the start of global routing: 8

Logic synthesis
  • Largest area contributor in the netlist: a21oi_1
  • Post-Syn Area: 220 um2
  • Synth Instances: 33
  • Synth Area per Inst: 6.67 um2
  • # Cells Yosys: 33
  • Top cells by area: a21oi_1, mux2i_1, nand3_1
  • Sequential-to-total area share from yosys stat: 0%
  • Yosys warns: 7
  • Top cell area share: 11.4%
  • Yosys stat chip area: 220 um2
  • Distinct cells, synth: 21

Die
  • Die height: 80 um
  • Core area: 3420 um2
  • Die X: 80 um
  • Fp util: 6.45%
  • Chip area: 6400 um2
  • IO Pins: 11
  • # rows: 21

Timing
  • Final max-slew violation count: 0
  • Max-slew headroom: 84.8%
  • Hold slack: 1230 ps
  • Final Setup Violations: 0
  • Worst Tran Pin Value: 227 ps
  • Fmax: 584 MHz
  • Tmin final: 1710 ps
  • Period utilization: 95.1%
  • RSZ-0062 raised after global routing: false
  • Final Hold Viols: 0
  • Setup WS post-layout: 87.9 ps

Routing
  • WL/cell: 8.42 um
  • Pre-antenna DRT Iters: 2
  • Drt initial violations: 50
  • Residual DRC count: 0
  • Via density: 3.13
  • Via count: 300
  • Detail Route Antenna Nets: 0
  • Post-Route WL: 808 um
  • ANT cells: 0

Finish
  • Finished Layout Cells: 96
  • Area Growth Syn to Fin: 105%
  • Layout cells sized above 1: 40.0%
  • FF/Latch Area: 0 um2
  • Fillers: 395
  • Clkbuf count: 0
  • Seq cells: 0
  • Design Area, Final: 450 um2

CTS
  • # hold bufs at CTS: 0

Placed design
  • Pre-CTS WS: -524 ps
  • GPL Wtd Cong: 0.680
  • Count of port buffers added during placement: 11
  • Post-DP Area: 412 um2
  • Placed cell count: 93

Critical path
  • Max FO, Critical Path: 7
  • Setup CP Type: in -> out
  • Worst path arrival time: 1350 ps
  • CP endpoint kind: output port
  • Critical Path Source Type: input pin
  • WP data required: 1440 ps

Pwr
  • Leak: 0.203 nW
  • VDD IR max: 0.0000229 V
  • Pwr Total: 0.0946 mW
  • P per Cell Area: 210 nW/um2

Run
  • OpenROAD warning count: 32
  • Maximum capacitance violations: 0

Min path
  • Hold depth: 4
  • HP Class: in -> out
  • Hold_sp: bin[0]
  • Hold Path End: seg[5]
[worst max path at each step]
stage | start | end | slack, ps
4_1_cts | bin[1] | seg[4] | 9
5_1_grt | bin[1] | seg[4] | 9
6_report | bin[1] | seg[4] | 90
[through the flow]
step	setup TNS, ps	util (%)
final	0	13.2
after floorplan	0	-
after global routing	0	13.2
after detailed placement	-3300	12.1
after global placement	-3130	12.1
after CTS	0	13.3
[where the power goes]
group	switching (mW)	total [mW]	internal (mW)
Sequential	0	0	0
Clock	0	0	0
Combinational	0.0387	0.0946	0.0559
Total	0.0387	0.0946	0.0559
[synth_stat cells, types with 2 or more instances]
cell type,number
a21oi_1,5
buf_2,2
buf_4,2
mux2i_1,2
nand2_1,2
nand3_1,3
o21ai_0,2
o21ai_1,2
[what timing repair did]
action / in CTS / in global routing
cloned: 2 / 0
setup buffers: 3 / 0
pin swaps: 3 / 1
endpoints found under the setup margin: 7 / 3
resized: 28 / 5
[area by class of cell]
type / instances / area, um2 / area share [%]
Multi-Input combinational cell: 28 / 209 / 46.4
Timing Repair Buffer: 22 / 184 / 40.8
Tap cell: 46 / 57.6 / 12.8
[cell families (layout without fill, tap and decap cells)]
logic type / Yosys count / after routing / share of synthesized area [%]
multiplexers: 2 / 2 / 9.09
AND/OR/NAND/NOR: 13 / 13 / 40.3
AND-OR/OR-AND: 12 / 12 / 30.1
buffers and inverters: 5 / 22 / 16.5
XOR/XNOR: 1 / 1 / 3.98
[metal layers]
metal / track usage (%) / wire (um) / vias up
li1: - / - / 156
met1: 2.77 / 381 / 139
met2: 5.06 / 398 / 5
met3: 0.114 / 28 / 0
met4: 0 / 0 / 0
met5: 0 / 0 / -
[placed cells by master, fill, tap and decap left out]
master           instances
nand2b_1                 1
buf_4                    8
nand3_1                  3
clkdlybuf4s50_1          2
a21oi_1                  5
buf_6                    3
nor3_1                   1
o21ai_1                  3
a211oi_1                 1
xnor2_1                  1
nor2_2                   1
mux2i_1                  2
nor4b_4                  1
nand2_1                  2
nand4b_1                 1
dlygate4sd2_1            4
dlymetal6s2s_1           1
a31oi_1                  1
clkbuf_4                 1
a21o_1                   1
nor2b_2                  1
nor2b_4                  1
buf_2                    3
o21ai_0                  1
nor3b_4                  1
[worst max-delay path, cell delays in order]
cell and delay [ps]:
buf_4 140, buf_4 140, o21ai_1 120, a21o_1 130, clkdlybuf4s50_1 460
Power is estimated from default activity; no workload was simulated.
