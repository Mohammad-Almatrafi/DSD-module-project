==> flow/design.v <==
module ALU_Block_with_CZF #(
    parameter bits = 8
) (
    clk,
    rst_n,
    a,
    b,
    s,
    out,
    c,
    z
);
  input logic [bits-1:0] a, b;
  input logic s, clk, rst_n;
  output logic [bits-1:0] out;
  output c, z;
  logic wc, wz;
  ALU #(
      .bits(bits)
  ) alu_logic (
      .a(a),
      .b(b),
      .s(s),
      .y(out),
      .cOut(wc)
  );
  assign wz = &(~out);
  D_Register #(
      .bits(1)
  ) RC (
      .clk(clk),
      .rst_n(rst_n),
      .en(1'b1),
      .d(wc),
      .q(c)
  );
  D_Register #(
      .bits(1)
  ) RZ (
      .clk(clk),
      .rst_n(rst_n),
      .en(1'b1),
      .d(wz),
      .q(z)
  );
endmodule
`timescale 1ns / 1ps
module ALU #(
    parameter bits = 8
) (
    input logic [bits-1:0] a,
    input logic [bits-1:0] b,
    input logic s,
    output logic [bits-1:0] y,
    output logic cOut
);
  logic [bits-1:0] result;
  logic c;
  always @(*) begin
    {cOut, y} = s ? a - b : a + b;
  end
endmodule
`timescale 1ns / 1ps
module D_Register #(
    parameter bits = 8
) (
    input logic clk,
    input logic rst_n,
    input logic en,
    input logic [bits-1:0] d,
    output logic [bits-1:0] q
);
  always @(posedge clk, negedge rst_n) begin
    if (~rst_n) q <= '0;
    else if (en) q <= d;
    else q <= q;
  end
endmodule
==> flow/run.sh <==
#!/bin/bash
# OpenROAD 26Q1-2900-gdf79404cd8, Yosys 0.63+post, stock flow scripts
make -C /OpenROAD-flow-scripts/flow DESIGN_CONFIG=/design/flow/config.mk WORK_HOME=/design/flow/orfs finish
==> flow/config.mk <==
export PLATFORM = sky130hd
export DESIGN_NAME = ALU_Block_with_CZF
export DESIGN_NICKNAME = ALU_Block_with_CZF
export VERILOG_FILES = /design/flow/design.v
export SDC_FILE = /design/flow/constraint.sdc
export NUM_CORES = 4
export LEC_CHECK = 1
export CORE_AREA = 10 10 76 76
export DIE_AREA = 0 0 86 86
==> flow/constraint.sdc <==
current_design ALU_Block_with_CZF

set clk_period 5.6
set clk_io_pct 0.2

create_clock -name clk0 -period $clk_period [get_ports {clk}]

set non_clock_inputs [all_inputs -no_clocks]
set_input_delay [expr $clk_period * $clk_io_pct] -clock clk0 $non_clock_inputs
set_output_delay [expr $clk_period * $clk_io_pct] -clock clk0 [all_outputs]
==> commit_impl_results.txt <==
Record implementation results from latest flow run

- Flip-flop and latch count after synthesis: 2
- Looking at area per cell type in the netlist, the leader is sky130_fd_sc_hd__ha_1.
- Counting pins that exceed their max-slew limit in the final report gives 0.
- The post-synth count of flops with an enable pin is 0.
- Total GRT Usage: 4.46%
- Detailed routing inserted a total of 655 vias.
* Syn-to-layout area delta: 60.4%
- Looking at the power breakdown, sequential logic takes 8.2% of the total.
- Top-level I/O count: 29
- Per the detail_route report, vias per standard cell equal 4.04.
- The tree is rooted in a sky130_fd_sc_hd__clkbuf_8.
* Cell mode on critical path: sky130_fd_sc_hd__clkdlybuf4s50_1
- CP max stage delay: 0.51 ns
* Total of buffers placed on input and output ports: 28
- The most used flip-flop cell after synthesis is sky130_fd_sc_hd__dfrtp_1.
* Total of warnings raised by yosys: 2
* ANT nets after route: 0
- Synth area leaders: sky130_fd_sc_hd__ha_1 (18%), sky130_fd_sc_hd__xnor2_1 (11%), sky130_fd_sc_hd__dfrtp_1 (8.0%)
* Fin area: 0.00101 mm²
- The synthesized netlist contains 28 unique library cells.
* Number of hold buffers added after cts: 0
- The die is 86 µm wide.
* First-pass GRT wire length: 2810 µm
- Pwr Total: 204 µW
- Floorplan core density: 15.3%
- Maximum vdd ir drop: 0.0687 mV
* Residual DRC: 0
- Estimated wirelength of the detail-placed design: 1600 µm
- Per the STA report, the cell with the highest stage delay on the worst path is sky130_fd_sc_hd__clkdlybuf4s50_1.
* Wirelength, routed: 1830 µm
- Placed inst area: 968 µm²
- TritonCTS created 3 clock buffers.
- Registers take 50.0 µm².
- Headroom to the max-slew limit came out at 74.4%.
- Setup repair after global routing left no endpoint under its margin.
* Total of endpoints with negative setup slack in the final report: 0
* Max Clk Rate: 0.200 GHz
* Combined area of the multi-input logic cells: 546 µm²
* Dominant cell area share: 17.9%
- Once the clock tree was built, the setup fixing pass inserted 0 buffers.
* Crit path DAT: 3.87 ns
- Crit end category: output pin
- Tool Warnings: 25
- Final setup TNS: 0 ns
* Min-delay worst type: in2async
- Cell internal power was estimated by the tool at 138 µW.
- The number of antenna violations at the first check in global routing was 0.
* Combinational cell fraction of total power: 64.1%
* Total iterations of the first detailed-routing run: 4
- The cell family contributing the most delay on the critical path is buffers and inverters.
- Share of total power consumed by net switching: 32.7%
* Run status: completed
* Maximum fanout along the worst path: 3
- Count of clock tree sinks: 2
- Part of the Yosys area used for sequential elements: 7.95%
- Looking at the clock tree report, the maximum root-to-sink buffer count equals 2.
* Cell-by-cell trace of the critical path: clkdlybuf4s50_1 > inv_1 > ha_1 > mux2_2 > fa_1 > nor2b_1 > o31a_1 > o21ai_0 > a21oi_2 > clkdlybuf4s50_1
* RD Place Congestion: 0.778
- Diodes inserted: 0
* Chip footprint: 0.00740 mm²
- Entering global routing, the biggest net connects 9 pins.
- Power spread over the standard cell area amounts to 202 mW/mm².
- The commonest cells after synthesis are sky130_fd_sc_hd__nor2_1 (13), sky130_fd_sc_hd__ha_1 (9), sky130_fd_sc_hd__inv_1 (8), sky130_fd_sc_hd__xnor2_1 (8), sky130_fd_sc_hd__a21oi_1 (7).
* TritonCTS clock tree: yes
* Share of async-settable or async-resettable flops after synthesis: 100%
* Area figure in the yosys stat output: 629 µm²
* Fillers: 448
- The total area inside the core boundary comes to 0.00412 mm².
* Classification of the worst setup path: in2out
* CTS clk-pin slew, worst paths: 0.03 ns
- Final period util: 89.2%
* Worst slack after detailed placement: 0.584 ns
- The share of total power dissipated in the clock network is 27.7%.
- Number of maximum-capacitance constraint violations: 0
- The most common cell in the synthesized netlist is sky130_fd_sc_hd__nor2_1.
- Length of routed met2 wiring: 727 µm
- The first routing iteration left 37 violations.
- Fin util: 24.5%
- Total standard cell area after synthesis: 629 µm²
- Number of H-tree levels: 1
- The critical path contains buffers and inverters numbering 3 combined.
* Final routed wire length divided by cell count: 11.3 µm
* NetSw: 66.7 µW
* Mean instance size in the synthesized netlist: 7.68 µm²
- The final timing report derives a shortest allowable period of 4.99 ns.
* Static Leak: 0.000412 µW
- Number of hold violations in the final report: 0
- Summed over all nets, wire length on met3 after detailed routing comes to 158 µm.
* Fraction of layout cells with a size suffix above 1: 10.7%
- Number of global-route vias before repair: 591
* Final worst setup slack: 0.607 ns
- Gate count after technology mapping: 82
* Number of standard cells reported by yosys: 82
- In this run, post-CTS repair resized a total of 0 instances.
* Required time of the critical path: 4.48 ns
- In the per-layer summary, the met1 wirelength comes to 940 µm.
* Y dimension of the die: 86 µm
* Overflow after GRT: 0
* Top routing layer used: met3
- Startpoint class of the critical path: input port
- Actual transition at the worst max-transition pin: 0.381 ns
* Row count: 23
[stage by stage]
step	hold WS, ns	cells
floorplan	0.824	82
global placement	1.29	159
detailed placement	1.29	159
CTS	1.07	162
global route	1.08	162
finish	1.08	162
[cell families after synthesis]
family,count (synthesis),synth area share (%)
AND/OR/NAND/NOR,29,26.0
adder cells (fa/ha/maj),10,21.1
multiplexers,1,1.79
buffers and inverters,9,5.37
XOR/XNOR,9,12.5
flip-flops,2,7.95
AND-OR/OR-AND,22,25.2
[routing by layer]
metal | up-vias | track usage, %
li1 | 349 | -
met1 | 281 | 6.50
met2 | 25 | 6.02
met3 | 0 | 1.81
met4 | 0 | 0.749
met5 | - | 0
[worst paths after layout]
check | from | to | slack (ns) | cells after the start
min in group clk0 | b[7] | RC.q | 1.74 | 4
max in group asynchronous | rst_n | RZ.q | 4.40 | 1
worst min-delay path | rst_n | RC.q | 1.08 | 1
worst max-delay path | b[0] | out[6] | 0.61 | 10
[layout make-up]
type                       instances  share of cell area [%]
multi-input combinational         71                    54.0
sequential                         2                    4.96
inverter                           8                    2.97
clock buffer                       3                    4.09
timing repair buffer              28                    27.8
tap                               50                    6.20
[power groups by stage]
stage	clock [µW]	sequential, µW	combinational, µW
CTS	58.6	16.9	134
global route	61.4	16.9	145
finish	56.6	16.8	131
[sequential cells by signal, indices dropped and copies added (netlist names)]
register  cells
RZ.q          1
RC.q          1
[cell usage in the layout (no fill, tap or decap), drive strengths merged]
| cell | n |
|---|---|
| nand2b | 2 |
| a2111o | 1 |
| o211ai | 1 |
| nor3 | 3 |
| xor2 | 1 |
| nor4bb | 1 |
| or2 | 1 |
| a21oi | 8 |
| o21ai | 6 |
| xnor2 | 8 |
| nor4 | 2 |
| nand2 | 3 |
| o21a | 2 |
| mux2 | 1 |
| clkdlybuf4s50 | 28 |
| nor2 | 13 |
| clkbuf | 3 |
| ha | 9 |
| a211oi | 1 |
| inv | 8 |
| o31a | 2 |
| nor2b | 3 |
| dfrtp | 2 |
| fa | 1 |
| o22ai | 1 |
| and3b | 1 |
Power is estimated from default activity; no workload was simulated.
